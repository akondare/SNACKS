==> /design/flow/design.v <==
package definitions;
typedef enum logic[3:0] {
  CLR = 4'b0000,	
  ADD = 4'b0001,	
  SUB = 4'b0010,
  AND = 4'b0011,	
  OR  = 4'b0100,	
  LD  = 4'b0101,
  ST  = 4'b0110,
  SL  = 4'b0111,
  SR  = 4'b1000,
  SET = 4'b1001,
  BZ  = 4'b1010,
  BNZ = 4'b1011,
  INC = 4'b1100,
  DEC = 4'b1101,
  JMP = 4'b1110,
  ADC = 4'b1111
	} op_code;
endpackage  
module IF #(parameter PCW=16)(
  input              For_Jump,     
                     Back_Jump,		 
  input signed[PCW-1:0] Offset,
  input Reset,
  input Halt,
  input CLK,
  output logic[PCW-1:0] PC              
  );
  always @(posedge CLK)
	if(Reset)                  
	  PC <= 'b0;
	else if(Halt)	           
	  PC <= PC;						
  	else if(For_Jump)          
	  PC <= PC + Offset;
	else if(Back_Jump)	   
	  PC <= PC - Offset;
	else		      	   
	  PC <= PC+16'b1;
endmodule
==> /design/flow/run.sh <==
#!/bin/bash
# OpenROAD 26Q1-2900-gdf79404cd8, Yosys 0.63+post, stock flow scripts
make -C /OpenROAD-flow-scripts/flow DESIGN_CONFIG=/design/flow/config.mk WORK_HOME=/design/flow/orfs finish
==> /design/flow/config.mk <==
export PLATFORM = sky130hd
export DESIGN_NAME = IF
export DESIGN_NICKNAME = IF
export VERILOG_FILES = /design/flow/design.v
export SDC_FILE = /design/flow/constraint.sdc
export NUM_CORES = 4
export LEC_CHECK = 1
export CORE_AREA = 10 10 100 100
export DIE_AREA = 0 0 110 110
==> /design/flow/constraint.sdc <==
current_design IF

set clk_period 8.3
set clk_io_pct 0.2

create_clock -name clk0 -period $clk_period [get_ports {CLK}]

set non_clock_inputs [all_inputs -no_clocks]
set_input_delay [expr $clk_period * $clk_io_pct] -clock clk0 $non_clock_inputs
set_output_delay [expr $clk_period * $clk_io_pct] -clock clk0 [all_outputs]
==> reports/metrics.csv <==
metric,value,unit
power_switching,105,uW
syn_area,1730,um^2
grt_pass1_wl,7.85,mm
largest_area_cell,dfxtp_1,
gr-total-overflow,0,
dieWidth,110,um
hold_violations,0,
numSynthFlops,16,
clkTransAtPathRegs,0.07,ns
coreArea,7810,um^2
n_antenna_cell,0,
grt_antenna_before_repair,0,
wirelength,4.66,mm
synthCells,217,
ys_types,50,
regToRegSetupSlack,5.68,ns
place_ws,2.47,ns
fp_util,22.2,%
pwr-share-clk,23.2,%
warnings,28,
firstDrtPassIters,4,
maxCapViolCount,0,
power_density,138,nW/um^2
p_comb_share,45.2,%
drtAntennaViolNets,0,
vias,1640,
dieHeight,110,um
cp_num_cells,16,
numCtsBuffers,3,
ys_cells,217,
clock_path_buffers,2,
post-cts-setup-buffers,0,
clk_latency,0.25,ns
path_class,primary input to flop,
end_kind,flop,
cp_num_buf_inv,1,
layout_setup_ws,2.73,ns
wl_per_cell,13.3,um
setup-violations-final,0,
top_cell_area_share,18.5,%
htreeDepth,1,
async_reset_ff_share,0,%
viasPerCell,4.67,
min_period,5.57,ns
seqPwrFrac,31.6,%
crit_arrival,5.75,ns
startpoint,Back_Jump,
drive_gt1_share,8.84,%
fillers,834,
reg_top3,PC (16),
drt_iter0_drc,103,
flop_cell,dfxtp_1,
critPathMaxFanout,20,
required,8.48,ns
cts_root_buffer,clkbuf_8,
cts_tree,yes,
finalClockPeriodUsage,67.1,%
ys_warn_count,1,
portBuffers,36,
netlist_top_cells_count,"nor2_1, a21oi_1, ha_1, nand2_1, dfxtp_1",
crit_end,PC[15],
power.leakage,0.922,nW
place_hpwl,3.69,mm
largest_reg_flops,16,
cts_hold_buf,0,
slew_headroom,48.7,%
place.gp.congestion,0.906,
cpPeakStageDelay,0.84,ns
max_freq,0.179,GHz
status,"complete, no violations",
crit_family,simple AND/OR/NAND/NOR gates,
clock-sinks,16,
io_pins,37,
p_sw_share,34.3,%
worstPathCellList,clkdlybuf4s50_1 -> nor2b_1 -> ha_1 -> nand3_1 -> nor3_1 -> a211oi_1 -> a31o_2 -> a22o_1 -> ha_1 -> a21oi_1 -> nand3_1 -> o2111ai_1 -> o21ai_0 -> xor2_1 -> or3_2 -> a21oi_2,
die_area,12100,um^2
r2r-start,PC[0],
area_leaders,"dfxtp_1, ha_1, a21oi_1",
grt_pass1_vias,1545,
fin_util,28.5,%
area_growth,28.4,%
tns,0,ns
drc,0,
rsz0062_at_grt,no,
worstHoldPathType,flop to flop,
slew_violations,0,
synth.most_common_cell,nor2_1,
max-vdd-ir-drop,51.5,uV
ctsResizeCount,0,
regMostFlops,PC,
synth_area_per_cell,7.99,um^2
synth-edff-count,0,
yosysSeqAreaShare,18.5,%
grt_max_degree,28,
crit_path_start_kind,primary input,
grt_use_total,7.81,%
placementRows,32,
ff2ff_path_depth,9,
ys_area,1730,um^2
skew,0.00227,ns
reg2reg_to,PC[14],
power.internal,202,uW
worst_slew_pin_slew,0.767,ns
slowest_stage,clkdlybuf4s50_1,
==> routing by layer <==
layer,wire (um),vias to the layer above,track usage (%)
li1,-,878,-
met3,225,6,1.41
met4,69,0,0.929
met2,1990,24,11.2
met1,2380,732,12.1
met5,0,-,0
==> cell usage in the layout, fill, tap and decap left out, drive strengths merged, types with 3 or more instances in the layout <==
cell           synthesis  routed
a211oi                 6       6
a21o                   7       7
a21oi                 20      20
a22o                   7       7
a31o                   5       5
a31oi                  3       3
clkbuf                 7       4
clkdlybuf4s50          0      36
dfxtp                 16      16
ha                    19      19
inv                    5       5
mux2i                  5       5
nand2                 19      19
nand3                  5       5
nor2                  20      20
nor2b                  5       5
nor3                   8       8
nor4b                  3       3
o21ai                 11      11
o22ai                  4       4
or4b                   3       3
xnor2                  5       5
xor2                   7       7
==> logic make-up after synthesis <==
family                   synth area share [%]
AND-OR/OR-AND                            30.5
XOR/XNOR                                 6.06
adder cells (fa/ha/maj)                  14.9
buffers and inverters                    4.91
flip-flops                               18.5
multiplexers                             4.18
AND/OR/NAND/NOR                          21.0
==> tightest hold or removal path: cells and delay by family, from the launching register on <==
kind / cells / cell delay (ns)
AND-OR/OR-AND: 1 / 0.06
flip-flops: 1 / 0.33
AND/OR/NAND/NOR: 1 / 0.07
==> final cells by class <==
cell class / instances / area, um^2 / share of cell area [%]
flip-flops and latches: 16 / 320 / 14.4
inverters: 5 / 18.8 / 0.843
clock buffers: 4 / 55.1 / 2.47
multi-input cells: 186 / 1330 / 59.7
repair buffers: 38 / 375 / 16.9
well taps: 102 / 128 / 5.73
==> through the flow <==
stage	instances	instance area, um^2	hold slack, ns	power (mW)
after CTS	351	2230	0.507	0.311
after floorplan	217	1730	0.459	0.186
after detailed placement	347	2170	0.493	0.237
after global routing	351	2230	0.544	0.335
after global placement	347	2170	0.495	0.237
final	351	2230	0.506	0.307
==> power by group through the flow <==
stage                 Sequential [mW]  Combinational (mW)  Clock [mW]
after global routing           0.0990               0.157      0.0788
after CTS                      0.0972               0.140      0.0739
final                          0.0970               0.139      0.0713
==> worst min path at each step <==
stage,to,from,depth (start not counted)
4_1_cts,PC[13],PC[13],2
6_report,PC[13],PC[13],2
5_1_grt,PC[13],PC[13],2
No activity file was given, so power comes from the tool's default toggle rates.
